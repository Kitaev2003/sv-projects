==> flow/config.mk <==
export PLATFORM = sky130hd
export DESIGN_NAME = main
export DESIGN_NICKNAME = main
export VERILOG_FILES = /design/flow/design.v
export SDC_FILE = /design/flow/constraint.sdc
export NUM_CORES = 4
export LEC_CHECK = 1
export CORE_UTILIZATION = 30
==> flow/constraint.sdc <==
current_design main

set clk_period 3.6
set clk_io_pct 0.2

create_clock -name clk0 -period $clk_period [get_ports {clk}]

set non_clock_inputs [all_inputs -no_clocks]
set_input_delay [expr $clk_period * $clk_io_pct] -clock clk0 $non_clock_inputs
set_output_delay [expr $clk_period * $clk_io_pct] -clock clk0 [all_outputs]
==> flow/design.v <==
module main(
            input clk,
            input rst_off,
            input rst_on,
            output wire [3:0] digit,
            output wire [7:0] led,
            output wire [7:0] seg
           );
    reg [7:0] op;
    wire  clk_div;
    clk_div #(.MAX(23)) clk_n (.clk(clk), .clk_div(clk_div));
    digits d(.clk(clk), .data(led), .digit(digit), .seg(seg));
    assign op = led;
    initial begin 
        op <= 8'b00000001;
    end
    always @(posedge clk_div) begin
        if (!rst_off) begin 
            op[7:0] <= 8'b00000000;
        end else if(!rst_on) begin
            op[7:0] <= 8'b11111111;
        end else begin
            op[7:0] <= {((op[4]^op[3]^op[2]^op[0])^(~|op[7:1])), op[7:1]};
        end 
    end
endmodule
module clk_div #(
                 parameter MAX = 1
                )(
                 input  clk,
                 output clk_div
                );
    reg [MAX:0] ctr;
    assign clk_div = ctr[MAX];
    always @(posedge clk) begin
        if(ctr[MAX]) begin 
            ctr <= 0;
        end else begin
            ctr <= ctr + 'd1;
        end
    end
endmodule
module digits(
              input clk, 
              input  wire [7:0] data,
              output wire [0:3] digit,
              output wire [7:0] seg
             );
    reg [1:0] i = 0;
    reg [3:0] out;
    wire  clk_div;
    clk_div #(.MAX(11)) clk_n (.clk(clk), .clk_div(clk_div));
    assign digit = 4'b1 << i;
    always @(posedge clk_div) begin 
        i = i + 2'b1;
        case(digit)
            4'b0001:
                out = data[3:0];
            4'b0010:
                out = data[7:4];
            4'b0100:
                out = 4'b0;
            4'b1000:
                out = 4'b0;
            default:
                out = 4'b0;
        endcase
    end
    segment7 s(.clk(clk), .data(out), .seg(seg));
endmodule
module segment7(
                input clk,
                input wire[3:0] data,
                output wire [7:0] seg
               );
    reg [7:0] op;
    assign seg = op;
    always @(posedge clk) begin
        case (data)
            4'b0000:
                op = 8'b00111111;   
            4'b0001:
                op = 8'b00000110;   
            4'b0010:
                op = 8'b01011011;   
            4'b0011:
                op = 8'b01001111;   
            4'b0100:
                op = 8'b01100110;   
            4'b0101:
                op = 8'b01101101;   
            4'b0110:
                op = 8'b01111101;   
            4'b0111:
                op = 8'b00000111;   
            4'b1000:
                op = 8'b01111111;   
            4'b1001:
                op = 8'b01100111;   
            4'b1010:
                op = 8'b01110111;   
            4'b1011:
                op = 8'b01111100;   
            4'b1100:
                op = 8'b00111001;   
            4'b1101:
                op = 8'b01011110;   
            4'b1110:
                op = 8'b01111001;   
            4'b1111:
                op = 8'b01110001;   
            default:
                op = 8'b00000000;
        endcase
    end
endmodule
==> flow/run.sh <==
#!/bin/bash
# OpenROAD 26Q1-2900-gdf79404cd8, Yosys 0.63+post, stock flow scripts
make -C /OpenROAD-flow-scripts/flow DESIGN_CONFIG=/design/flow/config.mk WORK_HOME=/design/flow/orfs finish
==> run summary <==
Drt pass-1 iters: 4
CP Cell Sequence: ha_1, nand4_1, nor4_2, nand3_1, mux2_1
Switch Pwr: 0.1719 mW
Reg area: 1141 µm²
Dpl hpwl: 2901 µm
Clk pwr share: 44.0%
Worst Tran Pin Value: 0.5241 ns
Core Box Area: 7888 µm²
Synthesized instance count: 260
Worst hold slack: 0.4708 ns
Final wirelength: 3956 µm
Number of global-route vias before repair: 1645
Seq/Total Area, Yosys: 45.83%
Combinational gate area: 1259 µm²
Top FF cell, synth: dfxtp_1
Antenna Nets Post-Route: 0
Max-slew headroom: 65.01%
RSZ-0062 raised after global routing: false
Largest net degree at the start of global routing: 24
DR DRC count: 0
CTS Buffer Depth: 2
Final Cycle Share: 49.51%
Antenna violations before repair: 0
Io pins: 23
Final Core Density: 36.90%
Fmax: 561.1 MHz
# setup viols final: 0
Fin Setup TNS: 0 ns
Setup CP Type: flop to flop
Sequential power share: 55.2%
Row count: 32
Final-layout fill cell count: 770
Distinct lib cells: 40
CP max stage delay: 0.45 ns
FF+latch count, synth: 57
Die Y: 93.10 µm
# diodes: 0
Hold buffers post-CTS: 0
Slew Viols, Final: 0
CTS buffer count: 5
Crit Path Max Fanout: 4
Late-Pin Clk Latency: 0.30 ns
Syn Area/Cell: 9.576 µm²
Ys cells: 260
Gr usage total: 10.15%
DR vias/cell: 4.500
Final min period: 1.782 ns
Power, Total: 0.8615 mW
CTS tree: done
Fin area: 2910 µm²
Area after DPL: 2794 µm²
Static leakage: 1.213 nW
Internal power: 0.6896 mW
WL per Instance: 10.30 µm
Cts repair resizes: 0
Pre-CTS setup slack: 1.823 ns
EDFF count, synth: 0
Hold Vio Cnt, Final: 0
Post-route insts no fill: 384
Number of unconstrained endpoints: 33
H-tree Lvls: 2
Mapped cell area: 2490 µm²
Grt total ovfl: 0
Via count: 1728
Worst-path clk slew: 0.08 ns
Register pins left without a clock: 14
Yosys chip area: 2490 µm²
Placed Cells: 376
Peak VDD IR: 0.1735 mV
Log Warnings: 36
Pwr dens: 296.0 nW/µm²
First-pass GRT wire length: 7155 µm
Share of cells above drive strength 1: 6.028%
Area Overhead vs Synth: 16.88%
Status: complete, no violations
CP Data Required Time: 3.79 ns
Type of the worst min-delay path: flop to flop
Comb pwr share: 0.8%
Critical path capture point type: flop
Sw frac: 19.95%
Setup slack, reg-to-reg: 1.82 ns
# Post-CTS Setup Buffers: 0
Floorplan core density: 31.57%
RePlAce Congestion: 0.7984
1st-iter DRT viols: 62
Post-route setup slack: 1.818 ns
IO Port Bufs: 21
Die width: 93.10 µm
Asr flop ratio synth: 0%
Setup crit start kind: flop
Chip area: 8668 µm²
Clk root buf: clkbuf_8
Final Skew: 0.006427 ns
Synth warnings: 6
Slowest stage cell, crit path: nor4_2
MaxCap Viol Count: 0
Arr. time, crit path: 1.97 ns
==> cells by family (layout without fill, tap and decap cells) <==
| group | after synthesis | in the layout | synth area share [%] |
|---|---|---|---|
| XOR/XNOR | 25 | 25 | 8.794 |
| other | 1 | 1 | 0.1506 |
| AND-OR/OR-AND | 34 | 34 | 8.844 |
| buffers and inverters | 21 | 43 | 3.618 |
| adder cells (fa/ha/maj) | 16 | 16 | 8.040 |
| multiplexers | 5 | 5 | 2.161 |
| flip-flops | 57 | 57 | 45.83 |
| AND/OR/NAND/NOR | 101 | 101 | 22.56 |
==> registers in the layout, indices dropped and copies added, names as in the netlist <==
register and count:
clk_n.ctr 24, d.clk_n.ctr 12, d.i 2, d.out 4, d.s.op 7, op 8
==> Yosys cell counts (2+ instances only) <==
| cell type | number | area share (%) |
|---|---|---|
| a21boi_0 | 9 | 2.7 |
| nor2b_1 | 9 | 2.3 |
| mux2i_1 | 2 | 0.80 |
| and3_1 | 3 | 0.75 |
| a22o_1 | 4 | 1.4 |
| and4_1 | 2 | 0.70 |
| o31ai_1 | 3 | 0.90 |
| a21oi_1 | 11 | 2.2 |
| or4_1 | 4 | 1.2 |
| nand2_1 | 9 | 1.4 |
| nand4_1 | 11 | 2.8 |
| xnor2_1 | 8 | 2.8 |
| and4_4 | 2 | 0.90 |
| mux2_1 | 2 | 0.90 |
| nor4_1 | 3 | 0.75 |
| clkbuf_1 | 6 | 0.90 |
| nor3_1 | 3 | 0.60 |
| nor2_1 | 34 | 5.1 |
| inv_1 | 13 | 2.0 |
| ha_1 | 16 | 8.0 |
| nand3_1 | 11 | 2.2 |
| dfxtp_1 | 57 | 46 |
| o21ai_0 | 5 | 1.0 |
| xor2_1 | 17 | 6.0 |
==> area by class of cell <==
| cell class | instances | share of cell area [%] |
|---|---|---|
| Sequential cell | 57 | 39.21 |
| Inverter | 13 | 1.677 |
| Clock buffer | 5 | 2.365 |
| Multi-Input combinational cell | 182 | 43.25 |
| Timing Repair Buffer | 22 | 7.481 |
| Tap cell | 102 | 4.385 |
| Clock inverter | 3 | 1.634 |
==> power by group through the flow <==
stage | logic (mW) | registers (mW) | clock network [mW]
global route | 0.00806 | 0.476 | 0.413
finish | 0.00692 | 0.476 | 0.379
CTS | 0.00717 | 0.476 | 0.394
==> placed cells by master (no fill, tap or decap), types with 2 or more instances in the layout <==
cell type and count:
clkbuf_8 5, mux2i_1 2, and3_1 3, a22o_1 4, nor4_1 3, inv_1 13
o21ai_0 5, clkdlybuf4s50_1 21, and4_1 2, or4_1 4, mux2_1 2, nor3_1 3
xor2_1 17, a21oi_1 11, nand4_1 11, nor2_1 34, ha_1 16, dfxtp_1 57
nor2b_1 9, o31ai_1 3, a21boi_0 9, nand2_1 9, and4_4 2, nand3_1 11
xnor2_1 8
==> per-layer routing <==
layer	global-route usage [%]	up-vias	routed length, µm
met1	13.94	768	1993
met2	17.40	19	1789
met3	1.985	7	117
met4	1.154	0	55
li1	-	934	-
met5	0	-	0
==> worst max-delay path: cells and delay by family (launching register included) <==
family                   cells  cell delay [ns]
flip-flops                   1             0.38
multiplexers                 1             0.32
AND/OR/NAND/NOR              3             0.75
adder cells (fa/ha/maj)      1             0.23
==> path summary, 6_finish.rpt <==
| path | from | to | cells after the start |
|---|---|---|---|
| worst max-delay path | clk_n.ctr[0] | clk_n.ctr[20] | 5 |
| worst min-delay path | d.clk_n.ctr[5] | d.clk_n.ctr[11] | 2 |
| worst max register to register | clk_n.ctr[0] | clk_n.ctr[20] | 5 |
| worst min register to register | d.clk_n.ctr[5] | d.clk_n.ctr[11] | 2 |
Power is estimated from default activity; no workload was simulated.
